File: flow/design.v
module testbed;
	reg [3:0] A,B;
	reg load1,load2,run;
	wire [3:0] C; 
	reg signed [3:0] C_twoscomplement;
	reg [1:0] op_select;
	ALU mu_alu(C,A,B,load1,load2,op_select,run);
	always @ (C)
		begin	
		C_twoscomplement=C;
	end	
	initial
	begin
		$dumpfile("wavedata.vcd");
	    $dumpvars(0,testbed);
		A=4'd5; B=4'd2; 
		#5 load1=1'b1;
		#5 load1=1'b0;
		#5 load2=1'b1;
		#5 load2=1'b0;
		#5 op_select=2'b00; 
		#5 run=1'b1;
		#5 run=1'b0;
		$display("%b ^ %b = %b",A,B,C);
		#5 op_select=2'b01; 
		#5 run=1'b1;
		#5 run=1'b0;
		$display("%d + %d = %d",A,B,C);
		#5 op_select=2'b10; 
		#5 run=1'b1;
		#5 run=1'b0; 
		$display("%d - %d = %d",A,B,C_twoscomplement);
		#5 op_select=2'b11; 
		#5 run=1'b1;
		#5 run=1'b0;
		$display("%d * %d = %d\n",A,B,C);
		#5 A=4'd2; B=4'd5; 
		#5 load1=1'b1;
		#5 load1=1'b0;
		#5 load2=1'b1;
		#5 load2=1'b0;
		#5 op_select=2'b00; 
		#5 run=1'b1;
		#5 run=1'b0;
		$display("%b ^ %b = %b",A,B,C);
		#5 op_select=2'b01; 
		#5 run=1'b1;
		#5 run=1'b0;
		$display("%d + %d = %d",A,B,C);
		#5 op_select=2'b10; 
		#5 run=1'b1;
		#5 run=1'b0;
		$display("%d - %d = %d",A,B,C_twoscomplement);
		#5 op_select=2'b11; 
		#5 run=1'b1;
		#5 run=1'b0;
		$display("%d * %d = %d\n",A,B,C);
	end
endmodule
module register(P,Q,load);
	input[3:0] P;
	input load;
	output[3:0] Q;
	reg[3:0] store;
	assign Q=store;
	always @ (posedge load)
	begin
		store=P;
	end
endmodule
module ALU(C,A,B,load1,load2,op_select,run);
input [3:0] A;
input [3:0] B;
input [1:0] op_select;
output [3:0] C;
input load1,load2,run;
wire [3:0] D;
wire [3:0] X;
wire [3:0] AS;
wire [3:0] M;
wire [3:0] A0;
wire [3:0] B0;
wire [1:0] select;
wire L,w;
and (select[1],op_select[0],op_select[1]);
xor (select[0],op_select[0],op_select[1]);
register inp_reg1(A,A0,load1);
register inp_reg2(B,B0,load2);
not (w,op_select[0]);
and (L,op_select[1],w);
multiplier mult(M,A0,B0);	 
xor_this x(X,A0,B0);	 
add_sub as(AS,A0,B0,L);	 
wire [3:0] M0;
wire [3:0] M1;
wire [3:0] M2;
wire [3:0] M3;
assign M0[0]=X[0];
assign M1[0]=X[1];
assign M2[0]=X[2];
assign M3[0]=X[3];
assign M0[1]=AS[0];
assign M1[1]=AS[1];
assign M2[1]=AS[2];
assign M3[1]=AS[3];
assign M0[2]=M[0];
assign M1[2]=M[1];
assign M2[2]=M[2];
assign M3[2]=M[3];
multiplexer_4_1 m0(D[0],M0,select);
multiplexer_4_1 m1(D[1],M1,select);
multiplexer_4_1 m2(D[2],M2,select);
multiplexer_4_1 m3(D[3],M3,select);
register out_reg(D,C,run);	 
endmodule
module multiplier(M,A,B);
input [3:0] A;
input [3:0] B;
output [3:0] M;
wire G;	 
wire [8:0] w;	 
assign G=0;	 
and and0(M[0],A[0],B[0]);
and and1(w[0],A[1],B[0]);
and and2(w[1],A[2],B[0]);
and and3(w[2],A[3],B[0]);
and and4(w[3],A[0],B[1]);
and and5(w[4],A[1],B[1]);
and and6(w[5],A[2],B[1]);
wire [3:0] A0;
wire [3:0] B0;
wire [3:0] S0;
wire CO0;
assign A0[0]=w[0];
assign A0[1]=w[1];
assign A0[2]=w[2];
assign B0[0]=w[3];
assign B0[1]=w[4];
assign B0[2]=w[5];
adder adder0(CO0,S0,A0,B0,G);
assign M[1]=S0[0];
and and7(w[6],A[0],B[2]);
and and8(w[7],A[1],B[2]);
wire [3:0] A1;
wire [3:0] B1;
wire [3:0] S1;
wire CO1;
assign A1[0]=S0[1];
assign A1[1]=S0[2];
assign B1[0]=w[6];
assign B1[1]=w[7];
adder adder1(CO1,S1,A1,B1,G);
assign M[2]=S1[0];
and and9(w[8],A[0],B[3]);
wire [3:0] A2;
wire [3:0] B2;
wire [3:0] S2;
wire CO2;
assign A2[0]=w[8];
assign B2[0]=S1[1];
adder adder2(CO2,S2,A2,B2,G);
assign M[3]=S2[0];
endmodule 
module adder(CO,S,A,B,CI);
input [3:0] A;
input [3:0] B;
input CI;
output [3:0] S;
output CO;
wire [2:0] w;	 
full_adder fa0(w[0],S[0],A[0],B[0],CI);
full_adder fa1(w[1],S[1],A[1],B[1],w[0]);
full_adder fa2(w[2],S[2],A[2],B[2],w[1]);
full_adder fa3(CO,S[3],A[3],B[3],w[2]);
endmodule
module add_sub(AS,A,B,L);
input [3:0] A;
input [3:0] B;
input L;	 
output [3:0] AS;
wire CO;
wire [3:0] D;
wire G;
assign G=0;
xor (D[0],B[0],L);
xor (D[1],B[1],L);
xor (D[2],B[2],L);
xor (D[3],B[3],L);
adder a0(C0,AS,A,D,L);
endmodule 
module xor_this(X,A,B);
input [3:0] A;
input [3:0] B;
output [3:0] X;
xor xor0(X[0],A[0],B[0]);
xor xor1(X[1],A[1],B[1]);
xor xor2(X[2],A[2],B[2]);
xor xor3(X[3],A[3],B[3]);
endmodule
module multiplexer_4_1(Z,P,Q);
input [3:0] P;
input [1:0] Q;
output Z;
wire [5:0] w;	 
not not0(w[0],Q[0]);
not not1(w[1],Q[1]);
and and0(w[2],w[0],w[1],P[0]);
and and1(w[3],w[1],Q[0],P[1]);
and and2(w[4],w[0],Q[1],P[2]);
and and3(w[5],Q[0],Q[1],P[3]);
or (Z,w[2],w[3],w[4],w[5]);
endmodule
module half_adder(C,S,A,B);
input A,B;
output C,S;
xor (S,A,B);
and (C,A,B);
endmodule
module full_adder(CO,S,A,B,CI);
input A,B,CI;
output CO,S;
wire [2:0] w;	 
half_adder ha0(w[0],w[1],A,B);
half_adder ha1(w[2],S,w[1],CI);
or (CO,w[0],w[2]);
endmodule
File: flow/run.sh
#!/bin/bash
# OpenROAD 26Q1-2900-gdf79404cd8, Yosys 0.63+post, stock flow scripts
make -C /OpenROAD-flow-scripts/flow DESIGN_CONFIG=/design/flow/config.mk WORK_HOME=/design/flow/orfs finish
File: flow/config.mk
export PLATFORM = sky130hd
export DESIGN_NAME = ALU
export DESIGN_NICKNAME = ALU
export VERILOG_FILES = /design/flow/design.v
export SDC_FILE = /design/flow/constraint.sdc
export NUM_CORES = 4
export LEC_CHECK = 1
export CORE_AREA = 10 10 72 72
export DIE_AREA = 0 0 82 82
File: flow/constraint.sdc
current_design ALU

set clk_period 2.6
set clk_io_pct 0.2

create_clock -name clk0 -period $clk_period [get_ports {load1}]
create_clock -name clk1 -period $clk_period [get_ports {load2}]
create_clock -name clk2 -period $clk_period [get_ports {run}]

set non_clock_inputs [all_inputs -no_clocks]
set_input_delay [expr $clk_period * $clk_io_pct] -clock clk0 $non_clock_inputs
set_output_delay [expr $clk_period * $clk_io_pct] -clock clk0 [all_outputs]
==> impl_metrics.tcl <==
# flow metrics
set metrics [dict create \
    status "complete, no violations" \
    crit_cells 10 \
    yosysWarnings 6 \
    core_sq_um 3690 \
    cp_common_cell "fa_2" \
    grt_overflow 0 \
    antenna_found_initial 0 \
    reg2regPathDepth 9 \
    path_buffers 2 \
    max_slew_margin_pct 80.2 \
    critPathCapture "out_reg.store[3]" \
    first_global_vias 528 \
    chipArea_sq_um 6720 \
    power.static_leakage_nw 0.445 \
    ant_nets 0 \
    grt_pass1_wl_um 2100 \
    synthCells 56 \
    ys_cells 56 \
    required_ns 2.69 \
    tool_warnings 28 \
    setup_tns_ns 0 \
    wl_per_cell_um 10.0 \
    drt_iter0_drc 14 \
    ys.flop_type "dfxtp_1" \
    die_h_um 82 \
    worst_path_max_delay_cell "fa_2" \
    lay_top_cells "12 x dfxtp_1, 12 x clkdlybuf4s50_1, 9 x clkbuf_8" \
    place_hpwl_um 1030 \
    cts_sinks 12 \
    worst_pin_slew_ns 0.297 \
    min_path_type "register to register" \
    syn_avg_cell_area_sq_um 10.9 \
    track_usage_pct 3.94 \
    io_buffers 14 \
    wl_um 1320 \
    layout.cells.non_filler 131 \
    io_pins 17 \
    viasPerCell 3.63 \
    firstDrtPassIters 5 \
    critPathArrivalTime_ns 2.49 \
    drc 0 \
    dp_cells 121 \
    worstReg2RegEnd "out_reg.store[3]" \
    fillers 400 \
    ys_seq_share_pct 39.2 \
    placementRows 22 \
    path_max_fanout 3 \
    drv_cap 0 \
    area_growth_pct 60.4 \
    hold_viol_final 0 \
    vias 476 \
    edf_count 0 \
    synth_flop_count 12 \
    drive_gt1_share_pct 21.7 \
    whs_ns 0.655 \
    ir_worst_vdd_v 0.000364 \
    rrSetupSlack_ns 0.36 \
    dieWidth_um 82 \
    yosysUniqueCellTypes 14 \
    fp-utilization_pct 16.6 \
    utilization_pct 26.7 \
    diodes 0 \
    drv_slew 0 \
    p_per_area_nw_per_um2 730 \
    yosysChipArea_sq_um 613 \
    path_cells "dlygate4sd2_1, inv_1, ha_2, mux2_2, fa_2, fa_2, xnor2_2, xnor2_1, a22oi_1, o21ai_1" \
    worstSetupPathType "input port to register" \
    critPathLaunch "op_select[0]" \
    r2r-start "inp_reg2.store[0]" \
    slowest_delay_ns 0.38 \
    clkSlewWorstSetupHoldPaths_ns 0.03 \
    async_flop_share_pct 0 \
    rsz0062_at_grt "no" \
    grt_max_degree 6 \
    path_delay_family "adder cells" \
    routabilityCongestion 0.815 \
    cts_tree "built" \
    endpoint_kind "register" \
    syn_area_sq_um 613 \
    start_kind "input port" \
    setup_violations 0 \
]
## power breakdown
| part | total (W) | internal (W) | switching (W) |
|---|---|---|---|
| sequential | 0.000217 | 0.000205 | 0.0000115 |
| clock | 0.000383 | 0.000295 | 0.0000881 |
| combinational | 0.000118 | 0.0000778 | 0.0000402 |
## layer usage
metal  up-vias  part of all wire (%)  routed length, um  track usage [%]
li1        234                     -                  -                -
met1       217                    37                485             3.89
met2        21                    50                662             6.66
met3         4                   9.8                129             1.65
met4         0                   2.9                 38             2.55
met5         -                     0                  0                0
## final cells by class
type / instances / area [sq um] / area share [%]
timing repair buffer: 18 / 171 / 17.4
multi-input combinational: 36 / 358 / 36.4
inverter: 8 / 30.0 / 3.05
sequential: 12 / 240 / 24.4
tap: 48 / 60.1 / 6.11
clock buffer: 9 / 124 / 12.6
## stage by stage
stage               worst slack, ns  power [W]  area, sq um
floorplan                     0.122   0.000274          613
global placement             -0.400   0.000331          836
detailed placement           -0.459   0.000333          836
CTS                          0.0107   0.000731          973
global route                  0.113   0.000759          983
finish                        0.206   0.000718          983
## flip-flops by register name, summed over array words and instances (netlist names)
| register | count |
|---|---|
| inp_reg1.store | 4 |
| inp_reg2.store | 4 |
| out_reg.store | 4 |
## repair_timing
| action | 4_1_cts | 5_1_grt |
|---|---|---|
| pin swaps | 3 | 1 |
| resized | 4 | 2 |
| buffers inserted | 1 | 0 |
| hold buffers | 0 | 0 |
| setup endpoints to repair | 2 | 2 |
## how the worst min path moves through the flow
| stage | from | end | slack (ns) | depth (start not counted) |
|---|---|---|---|---|
| 5_1_grt | inp_reg1.store[2] | out_reg.store[2] | 0.73 | 3 |
| 4_1_cts | inp_reg1.store[2] | out_reg.store[2] | 0.66 | 3 |
| 6_report | inp_reg1.store[2] | out_reg.store[2] | 0.66 | 3 |
## cells by family (layout without fill, tap and decap cells)
family	Yosys count	in the layout	synth area share (%)
compound gates	5	5	6.12
fa+ha+maj	10	10	24.1
mux	1	1	1.84
flops	12	12	39.2
simple gates	10	10	7.35
xor+xnor	10	10	16.5
buf+inv	8	35	4.90
## synthesized netlist by cell type, types with 2 or more instances
| cell | n | share of area [%] |
|---|---|---|
| a222oi_1 | 2 | 3.3 |
| and2_1 | 3 | 3.1 |
| dfxtp_1 | 12 | 39 |
| fa_1 | 3 | 9.8 |
| ha_1 | 7 | 14 |
| inv_1 | 8 | 4.9 |
| nand2_1 | 7 | 4.3 |
| xnor2_1 | 5 | 7.1 |
| xor2_1 | 4 | 5.7 |
## worst register-to-register path: cells and delay by family (launching register included)
kind	cells	cell delay (ns)
adder cells (fa/ha/maj)	3	0.80
flip-flops	1	0.44
AND/OR/NAND/NOR	1	0.17
buffers and inverters	2	0.08
AND-OR/OR-AND	1	0.13
XOR/XNOR	2	0.55
Power figures rest on the tool's default switching activity, not on a simulated workload.
